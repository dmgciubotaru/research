## ./run.sh

```bash
#!/bin/bash
# OpenROAD 26Q1-2900-gdf79404cd8, Yosys 0.63+post, stock flow scripts
make -C /OpenROAD-flow-scripts/flow DESIGN_CONFIG=/design/flow/config.mk WORK_HOME=/design/flow/orfs finish
```

## ./config.mk

```make
export PLATFORM = sky130hd
export DESIGN_NAME = top
export DESIGN_NICKNAME = top
export VERILOG_FILES = /design/flow/design.v
export SDC_FILE = /design/flow/constraint.sdc
export NUM_CORES = 4
export LEC_CHECK = 1
export CORE_UTILIZATION = 40
```

## ./constraint.sdc

```tcl
current_design top

set clk_period 2.1
set clk_io_pct 0.2

create_clock -name clk0 -period $clk_period [get_ports {clk}]

set non_clock_inputs [all_inputs -no_clocks]
set_input_delay [expr $clk_period * $clk_io_pct] -clock clk0 $non_clock_inputs
set_output_delay [expr $clk_period * $clk_io_pct] -clock clk0 [all_outputs]
```

## ./design.v

```verilog
module I2COverwrite
(
	input sda,
	input scl,
	input clk,
	input rst, 
	output reg out_0,
	output reg out_1
);
wire i2c_start;
wire i2c_stop;
wire i2c_data;
I2CPhy phy(
	.rst(rst),
	.clk(clk),
	.sda(sda),
	.scl(scl),
	.start(i2c_start),
	.stop(i2c_stop),
	.data(i2c_data)
);
reg[8:0] data[3:0];  
reg[3:0] bitcnt;  
reg[3:0] bytecnt;  
always @(posedge rst or posedge clk) begin
	if(rst) begin
		bitcnt <= 8;
		bytecnt <= 0;
	end else begin
		if(i2c_start) begin
			bitcnt <= 8;
			bytecnt <= 0;
		end
		if(i2c_stop) begin
		end
		if(i2c_data) begin
			data[bytecnt][bitcnt] <= sda;
			if(bitcnt == 0) begin
				bitcnt <= 8;
				bytecnt <= bytecnt + 1;
			end else begin
				bitcnt <= bitcnt - 1;
			end
		end
	end
end
wire write_0;  
wire write_1;  
wire is_target_id; 
wire [6:0] target;  
wire rw;  
assign target = data[0][8:2]; 
assign rw = data[0][1];
assign is_target_id = ((bytecnt > 0) && (target == 'h50));  
assign en_overwrite = (is_target_id == 1)  && (rw == 1) && (bytecnt == 1)  && (bitcnt != 0); 
parameter overwrite_byte = {8'h55, 1'b1};
assign write_0 = en_overwrite  && (overwrite_byte[bitcnt] == 0);
assign write_1 = en_overwrite  && (overwrite_byte[bitcnt] == 1);
always @(posedge rst or posedge clk) begin
	if(rst) begin
		out_0 <= 0;
		out_1 <= 0;
	end else begin
		if (scl == 0) begin
			out_0 <= write_0;
			out_1 <= write_1;
		end
	end
end
endmodule
module I2CPhy(
	input rst,
	input clk,
	input sda,
	input scl,
	output reg start,
	output reg stop,
	output reg data
);
reg last_sda;
reg last_scl;
always @(posedge rst or posedge clk) begin
	if(rst) begin
		last_sda <= 1;
		last_scl <= 1;
	end else begin
		last_sda <= sda;
		last_scl <= scl;
		start <=  (last_scl ==1 && scl == 1 && last_sda == 1 && sda == 0);
		stop <= (last_scl == 1 && scl == 1 && last_sda == 0 && sda == 1);
		data <= (last_scl == 0 && scl == 1);
	end
end
endmodule
module debounce (
    input wire clk,    
    input wire in,     
    output reg out     
);
reg [7:0] shift_reg;  
always @(posedge clk) begin
    shift_reg <= {shift_reg[6:0], in};
    if (shift_reg[7] == shift_reg[6] && shift_reg[6] == shift_reg[5] &&
        shift_reg[5] == shift_reg[4] && shift_reg[4] == shift_reg[3] &&
        shift_reg[3] == shift_reg[2] && shift_reg[2] == shift_reg[1] &&
        shift_reg[1] == shift_reg[0]) begin
        out <= shift_reg[0];  
    end
end
endmodule
module top(
	input clk,
	input nrst,
	input sda,
	input scl,
	output wire out_0,
	output wire nout_1
);
wire rst ;
assign rst  = !nrst;
wire out_1;
assign nout_1 = !out_1;
wire sda_stable;
wire scl_stable;
debounce debounce_sda(.clk(clk), .in(sda), .out(sda_stable));
debounce debounce_scl(.clk(clk), .in(scl), .out(scl_stable));
I2COverwrite Overwrite(
	.sda(sda_stable),
	.scl(scl_stable),
	.clk(!clk),
	.rst(rst),
	.out_0(out_0),
	.out_1(out_1)
);
endmodule
```

==> results.txt <==
Cell count after synthesis = 164
Total number of vias = 1325
Synth flops = 40
Int Power = 1.37 mW
Yosys xor share = 0%
Crit Path Max Fanout = 2
Actual slew at the worst max-slew pin = 0.389 ns
Ant diodes = 0
Sequential cell area fraction in the yosys report = 55.3%
1st-iter DRT viols = 94
Worst Path Class, Setup = reg2reg
Avg Cell Area, Syn = 10.9 um2
CTS tree = built
I/O pins = 6
Chip height = 68.7 um
Final core utilization = 51.1%
Warnings, synthesis = 5
Max Cap Viol = 0
Clock root cell = clkbuf_8
Area delta synth->final = 18.9%
Final RePlAce weighted congestion = 0.882
Synth logic family = simple AND/OR/NAND/NOR gates
Global-route wire length before repair = 6.07 mm
P_leak = 0.882 nW
Most frequent cells in the layout = inv_1 (18), nand2_1 (17), dfxtp_1 (16), edfxtp_1 (12), buf_4 (12)
Final cell count without fillers = 247
Critical path capture point type = flop
CTS H-Tree Depth = 2
1st-pass router iterations = 4
Fin. max-slew vios = 0
Routed Antenna Nets = 0
WL/cell = 14.0 um
Worst Setup Slack, final = -0.362 ns
Worst VDD drop = 0.000485 V
Worst min path class = reg2reg
Largest net degree at the start of global routing = 15
Clock skew = 0.0624 ns
# setup viols final = 7
# fillers = 367
TritonCTS Sinks = 40
Routed wire length = 3.46 mm
Cell area after synthesis = 1780 um2
Clk pwr share = 28.7%
Core area = 4140 um2
Die area = 4720 um2
Psw = 0.674 mW
Setup tns final = -1.09 ns
Violated checks = negative setup slack
Switching Fraction = 33.0%
Pwr Total = 2.04 mW
Placed Cells = 224
Basic Gates by Area = 21.9%
Synth cell types = 41
CTS Buffer Depth = 2
Mux area share = 0.632%
Die width = 68.7 um
Ys async rst share = 30.0%
Critical Path AT = 1.72 ns
Worst slew margin = 74.1%
Row cnt = 23
Dominant flop cell = dfxtp_1
Worst r2r path cells = 4
HPWL after DPL = 2.58 mm
Fa+ha+maj area frac = 6.32%
Number of synthesized flops with an enable pin = 12
Antenna violations before repair = 0
Share of cells above drive strength 1 = 19.3%
Startpoint types = flop
Power per cell area = 965 nW/um2
Aoi share = 13.2%
Grt ovf = 0
Most frequent logic cell in the layout = inv_1
Number of vias per cell = 5.36
Endpoints failing hold = 0
Clk slew on worst S/H paths = 0.08 ns
Total GRT Usage = 17.8%
Yosys Chip Area = 1780 um2
Drt drc = 0
Count of tool warnings = 48
Reg power frac = 46.4%
Number of port buffers = 5
Worst slack, placed = -0.484 ns
CTS buffer count = 5
# hold bufs at CTS = 0
RSZ-0062 raised after global routing = yes
Vias in the first global route = 1297
Latency at later pin = 0.35 ns
Fp_density = 43.0%
Combinational share of power = 24.9%
Hold path depth = 0
Req. time, crit path = 1.36 ns
Outcome = finished with violations
Ys cells = 164
==> what timing repair did <==
item / in CTS / in global routing
pin swaps: 7 / 1
endpoints found under the hold margin: 0 / 0
setup endpoints to repair: 21 / 13
buffers inserted: 3 / 1
resized: 13 / 0
cloned: 0 / 0
==> cell usage after synthesis, types with 5 or more instances <==
| library cell | n | share of area (%) |
|---|---|---|
| dfrtn_1 | 9 | 13 |
| dfxtp_1 | 16 | 18 |
| edfxtp_1 | 12 | 20 |
| ha_1 | 9 | 6.3 |
| inv_1 | 7 | 1.5 |
| nand2_1 | 17 | 3.6 |
| nand3_1 | 6 | 1.7 |
| nand4_1 | 6 | 2.1 |
| nor2_1 | 8 | 1.7 |
| nor2b_1 | 5 | 1.8 |
| o211ai_1 | 9 | 3.8 |
| o21ai_0 | 10 | 2.8 |
==> cells by family (layout without fill, tap and decap cells) <==
family,Yosys count,after routing
and+or+nand+nor,67,67
AOI/OAI and AO/OA,35,35
adders and majority gates,9,9
muxes,1,1
buffers and inverters,12,45
DFF,40,40
==> metal layers <==
| metal | up-vias | track usage [%] | part of all wire (%) |
|---|---|---|---|
| met5 | - | 0 | 0 |
| met4 | 0 | 2.81 | 0.35 |
| met3 | 4 | 3.83 | 4.9 |
| met2 | 29 | 23.8 | 43 |
| met1 | 618 | 31.4 | 52 |
| li1 | 674 | - | - |
==> critical path, cell delays in order (launching register included) <==
cell and delay, ns:
edfxtp_1 0.39, nor4bb_1 0.29, nand4_1 0.12, or4_4 0.46, o31ai_4 0.17
==> area by class of cell <==
cell class              count  area (um2)  share of cell area [%]
repair buffers             18         140                    6.62
clock buffers               5        68.8                    3.25
inverters                   6        22.5                    1.06
multi-input cells         112         771                    36.4
well taps                  50        62.6                    2.96
flip-flops and latches     40         985                    46.5
clock inverters            16        67.6                    3.19
==> metrics by stage <==
stage	area, um2	hold WS (ns)
floorplan	1780	0.350
finish	2120	0.370
CTS	2120	0.371
global route	2120	0.384
global placement	1950	0.352
detailed placement	1950	0.357
==> final timing paths <==
kind,startpoint,to,slack (ns)
min,debounce_scl.shift_reg[4],debounce_scl.shift_reg[5],0.37
max,debounce_scl.out,Overwrite.out_1,-0.36
max in group asynchronous,nrst,Overwrite.phy.last_scl,0.63
min reg2reg,debounce_scl.shift_reg[4],debounce_scl.shift_reg[5],0.37
min in group asynchronous,nrst,Overwrite.bitcnt[2],1.15
max reg2reg,debounce_scl.out,Overwrite.out_1,-0.36
==> power by group through the flow <==
stage	clock network [mW]	logic, mW	registers [mW]
CTS	0.602	0.507	0.947
global route	0.672	0.566	0.957
finish	0.587	0.509	0.947
Power is estimated from default activity; no workload was simulated.
